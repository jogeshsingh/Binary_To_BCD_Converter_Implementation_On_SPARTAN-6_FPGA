File: flow/run.sh
#!/bin/bash
# OpenROAD 26Q1-2900-gdf79404cd8, Yosys 0.63+post, stock flow scripts
make -C /OpenROAD-flow-scripts/flow DESIGN_CONFIG=/design/flow/config.mk WORK_HOME=/design/flow/orfs finish
File: flow/config.mk
export PLATFORM = sky130hd
export DESIGN_NAME = slow_clkgen
export DESIGN_NICKNAME = slow_clkgen
export VERILOG_FILES = /design/flow/design.v
export SDC_FILE = /design/flow/constraint.sdc
export NUM_CORES = 4
export LEC_CHECK = 1
export CORE_AREA = 10 10 84 84
export DIE_AREA = 0 0 94 94
File: flow/constraint.sdc
current_design slow_clkgen

set clk_period 3.4
set clk_io_pct 0.2

create_clock -name clk0 -period $clk_period [get_ports {clk}]

set non_clock_inputs [all_inputs -no_clocks]
set_input_delay [expr $clk_period * $clk_io_pct] -clock clk0 $non_clock_inputs
set_output_delay [expr $clk_period * $clk_io_pct] -clock clk0 [all_outputs]
File: flow/design.v
`timescale 1ns / 1ps
module slow_clkgen(clk , clk_out);
input clk ;
output clk_out ;
parameter cnt_100HZ = 50_00_00;        
reg [19-1:0] reg_cnt_100HZ ;    
reg Toggle_100HZ ;
wire CE ;
assign CE = (reg_cnt_100HZ == cnt_100HZ-1) ;
always @ (posedge clk)
   begin
       reg_cnt_100HZ = reg_cnt_100HZ + 1'b1 ;
          if (CE)
            begin
             Toggle_100HZ = ~Toggle_100HZ ;
             reg_cnt_100HZ = 0;
             end
         end   
assign clk_out = Toggle_100HZ ;         
endmodule
==> out/metrics.cfg <==
[outcome]
outcome = completed

[timing]
rsz0062_at_grt = false
worst_pin_slew_ps = 726.8
slew_headroom_pct = 51.17
hold_viol = 0
timing.setup.tns_ps = 0
finalWorstSetupSlack_ps = 1312
fmax_mhz = 478.9
drv_slew = 0
fin_skew_ps = 1.103
setup_viol = 0
fin_crit_ps = 2088
fin_crit_sh_pct = 61.41

[synthesis]
synthFlopType = dfxtp_1
ys_chip_area_um2 = 824.5
ys_cells = 87
netlist_area_um2 = 824.5
async_flop_share_pct = 0
yosysUniqueCellTypes = 25
synth-edff-count = 1
ys.flops = 20
synth-seq-area-share_pct = 49.77
syn_area_per_cell_um2 = 9.477
syn_inst = 87
yosysWarningCount = 1

[worst_setup_path]
cp-start-kind = register
worstSetupPathType = register to register
crit_buf_inv = 1
worstPathRequired_ps = 3370
crit_arrival_ps = 2060
cp-end-kind = register
crit_path_max_fanout = 6
crit_slowest_cell = nor3_1
path_cells = ha_1, and4_1, nand2_1, nor3_1, buf_4
slowest_delay_ps = 560
path_delay_family = simple AND/OR/NAND/NOR gates

[detailed_routing]
drt_iter0_markers = 35
wl_per_cell_um = 8.360
drc = 0
postRouteAntennaNets = 0
vias = 600
insertedDiodeCount = 0
drtPass1Iterations = 4
drt-met1-wl_um = 679
totalWireLength_mm = 1.346
vias_per_cell = 3.727
wl_met2_um = 592
met3_length_um = 58
dr.max_layer_used = met4

[floorplanning]
die_h_um = 94
die_x_um = 94
initial_utilization_pct = 15.84
rows = 26
io_pins = 2
die-area_um2 = 8836
design.core.area_um2 = 5205

[power_and_ir_drop]
power_switching_uw = 73.01
sw_frac_of_total_pct = 17.74
p_clk_share_pct = 42.7
p_int_uw = 338.6
power_frac_comb_pct = 0
p_seq_share_pct = 57.3
finalPower_uw = 411.6
peakVddDrop_v = 0.0001591
p_leak_nw = 0.3215
powerDensity_nw_per_um2 = 421.8

[layout]
drive_above_1_share_pct = 5.495
area_delta_synth_final_pct = 18.36
stdcell_area_um2 = 975.9

[job]
warnings = 25
drv_cap = 0

[clock_tree]
clk_path_buf_depth = 2
clock-sinks = 20
htree_levels = 1
cts.repair.resized = 0
clock_latency_ps = 250
clkTransAtPathRegs_ps = 70
cts_hold_buf = 0
cts_root_buffer = clkbuf_8
numCtsBuffers = 3
cts_tree = done
cts_setup_buffers = 0

[place]
gp_congestion = 0.8106
post_dp_cell_area_um2 = 920.9
port_buffers = 1
preCtsSetupSlack_ps = 1314
dp_hpwl_mm = 1.001

[worst_hold_path]
hp-class = register to register

[grt]
grt_start_max_net_pins = 12
overflow = 0
antenna_found_initial = 0
grt_pass1_wl_mm = 2.366
grt_pass1_vias = 577
track_usage_pct = 3.170

-- registers in the layout, summed over array words and instances, names as in the netlist --
signal         flops
reg_cnt_100HZ     19
Toggle_100HZ       1
-- placed cells by master (no fill, tap or decap), drive strengths merged, types with 2 or more instances in the layout --
cell type   n
a21oi       4
and3        2
clkbuf      4
dfxtp      19
nand2       6
nand3       7
nand4       7
nor2        8
nor4        2
o21ai       2
o31ai       2
or3         2
or4         2
xnor2      10
xor2        3
-- Yosys cell counts, types with 2 or more instances --
library cell	count	area share, %
and3_1	2	1.5
o21ai_0	2	1.2
nand3_1	7	4.2
xor2_1	3	3.2
or3_1	2	1.5
a21oi_1	4	2.4
o31ai_1	2	1.8
nor4_1	2	1.5
xnor2_1	10	11
nand4_1	7	5.3
nand2_1	6	2.7
or4_1	2	1.8
dfxtp_1	19	46
nor2_1	8	3.6
-- power groups by stage --
stage / sequential, mW / clock, mW / combinational (mW)
finish: 0.236 / 0.176 / 0.000000128
global route: 0.236 / 0.196 / 0.000000128
CTS: 0.236 / 0.183 / 0.000000128
-- through the flow --
| step | std cells | utilization (%) | hold WS [ps] |
|---|---|---|---|
| floorplan | 87 | - | 429.9 |
| global placement | 157 | 17.69 | 447.4 |
| detailed placement | 157 | 17.69 | 456.7 |
| CTS | 161 | 18.75 | 474.4 |
| global route | 161 | 18.75 | 500.4 |
| finish | 161 | 18.75 | 467.4 |
-- cell type report --
cell class                 instances  area [um^2]
multi-input combinational         64        401.6
timing repair buffer               2        17.52
inverter                           1        3.754
tap                               70        87.58
sequential                        20        410.4
clock buffer                       4        55.05
fill                             594         4229
-- per-layer routing --
layer	up-vias	track usage [%]
li1	321	-
met1	268	4.236
met2	9	5.012
met3	2	0.8078
met4	0	0.7595
met5	-	0
-- path summary, 6_finish.rpt --
| check | startpoint | to | slack [ps] | depth (start not counted) |
|---|---|---|---|---|
| setup reg to reg | reg_cnt_100HZ[0] | Toggle_100HZ | 1310 | 5 |
| hold / removal | reg_cnt_100HZ[0] | reg_cnt_100HZ[0] | 470 | 1 |
| hold reg to reg | reg_cnt_100HZ[0] | reg_cnt_100HZ[0] | 470 | 1 |
| setup / recovery | reg_cnt_100HZ[0] | Toggle_100HZ | 1310 | 5 |
-- logic make-up (layout without fill, tap and decap cells) --
group	count (synthesis)	after routing	synth area share, %
simple gates	42	42	27.92
flops	20	20	49.77
xor+xnor	13	13	13.81
compound gates	8	8	5.462
buf+inv	3	7	1.516
fa+ha+maj	1	1	1.517
Power and IR drop assume default switching activity.
