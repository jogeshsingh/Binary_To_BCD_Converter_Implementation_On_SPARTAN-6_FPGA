==> flow/config.mk <==
export PLATFORM = sky130hd
export DESIGN_NAME = Bin_BCD
export DESIGN_NICKNAME = Bin_BCD
export VERILOG_FILES = /design/flow/design.v
export SDC_FILE = /design/flow/constraint.sdc
export NUM_CORES = 4
export LEC_CHECK = 1
export CORE_AREA = 10 10 70 70
export DIE_AREA = 0 0 80 80
==> flow/constraint.sdc <==
current_design Bin_BCD

set clk_period 6.6
set clk_io_pct 0.2

create_clock -name clk0 -period $clk_period

set non_clock_inputs [all_inputs -no_clocks]
set_input_delay [expr $clk_period * $clk_io_pct] -clock clk0 $non_clock_inputs
set_output_delay [expr $clk_period * $clk_io_pct] -clock clk0 [all_outputs]
==> flow/design.v <==
module Bin_BCD (
 input [7:0] bin_in ,
 output reg [4-1:0] HUND , TENS , ONES 
);
integer i ;
always @ (bin_in)
  begin
   ONES = 4'b0000 ;
   TENS = 4'b0000;
   HUND = 4'b0000;
  for (i = 7; i>=0; i=i-1)
       begin
             if (HUND>=5)
                 HUND = HUND + 2'b11;
             if (TENS >=5)
                 TENS = TENS + 2'b11 ;
             if (ONES >=5)
                 ONES = ONES + 2'b11 ;
       HUND = HUND<<1;
       HUND[0] = TENS[3];
       TENS = TENS<<1 ;
       TENS[0] = ONES[3];
       ONES = ONES<<1 ;
       ONES[0] = bin_in[i] ;
  end
 end
endmodule 
==> flow/run.sh <==
#!/bin/bash
# OpenROAD 26Q1-2900-gdf79404cd8, Yosys 0.63+post, stock flow scripts
make -C /OpenROAD-flow-scripts/flow DESIGN_CONFIG=/design/flow/config.mk WORK_HOME=/design/flow/orfs finish
==> reports/results.ini <==
[status]
outcome = finished, final reports clean

[final_layout]
final_cell_mix = buf_4 (48), nor2_1 (8)
instances_no_fill = 244
syn2layout_area_growth_pct = 90.4
drive_above_1_share_pct = 58.1
finish.utilization_pct = 53.1
clkbuf_count = 0
layout.area.comb_um2 = 1180
fillers = 294
ff_latch_area_um2 = 0
seq_cells = 0
final_common_cell = buf_4

[synthesis]
ys_types = 60
synthCells = 135
yosysCellCount = 135
topCellsByArea = ha_1 (12%), nor2_1 (5.5%), a21oi_1 (5.3%)
largest_area_cell = ha_1
ys_area_um2 = 952
yosys_warnings = 1
ys_seq_share_pct = 0
syn_avg_cell_area_um2 = 7.05
netlist_area_um2 = 952
top_cell_area_share_pct = 11.8

[clocking]
hold_buffers = 0

[drt]
drtAntennaViolNets = 0
drtIter0Drc = 47
routed_wl_um = 3180
num_antenna_cells = 0
viasPerCell = 5.25
vias = 1282
drc = 0
routedWlPerCell_um = 13.0
drt_first_pass_iters = 4

[floorplan]
coreArea_um2 = 3420
die.size.y_um = 80
fp_util_pct = 27.9
io_pins = 20
chipArea_um2 = 6400
die_w_um = 80
num_rows = 21

[place]
routabilityCongestion = 0.918
place_hpwl_um = 2050
portBuffers = 16
dpl.cell_count = 226

[timing]
slew_violations = 0
max-slew-margin-rel_pct = 60.7
hold_violations = 0
period_used_pct = 97.1
whs_ns = 2.64
period_needed_ns = 6.41
setup_viol = 0
setup_tns_ns = 0
tightestPinTransition_ns = 0.585
max_clock_freq_mhz = 156

[critical_path]
crit_fanout = 5
required_ns = 5.28
crit_path_end_kind = output port
cpLargestDelayFamily = AND-OR/OR-AND gates
path_buffers = 5
crit_chain = clkbuf_2, inv_2, ha_4, inv_2, ha_4, a21oi_4, xnor2_2, ha_2, and2b_2, or4_4, o2111ai_4, ha_2, or2b_4, o32a_4, a21oi_4, or2_4, buf_4, nor2_4, a31o_1, a211oi_1, buf_2
cpPeakStageDelay_ns = 0.43
crit_arrival_ns = 5.09
critPathKind = in -> out
cpMaxStageDelayCell = or4_4
critPathLaunchType = input pin

[pwr]
powerDensity_nw_per_um2 = 194
p_comb_share_pct = 100.0
switching_power_w = 0.000161
p_leak_nw = 0.793
p_sw_share_pct = 45.8
ir_worst_vdd_v = 0.0000727
pwr-share-clk_pct = 0
p_seq_share_pct = 0
power.total_w = 0.000352
p_int_w = 0.000191

[grt]
grt_use_total_pct = 9.17
overflow = 0
grt_pass1_vias = 1150
grt_pass1_wl_um = 5180
grt_max_degree = 13
antenna_found_initial = 0

[hold_path]
worstHoldPathType = in -> out

[flow_run]
drv_cap = 0
warnings = 36

## final timing paths
check / startpoint / endpoint / slack [ns] / depth (start not counted)
max: bin_in[6] / TENS[0] / 0.19 / 21
min: bin_in[0] / ONES[0] / 2.64 / 0
## power by group through the flow
stage | Combinational, W | Sequential, W | Clock, W
CTS | 0.000317 | 0 | 0
global route | 0.000383 | 0 | 0
finish | 0.000352 | 0 | 0
## final cells by class
| type | count | area share [%] |
|---|---|---|
| Multi-Input combinational cell | 120 | 65.4 |
| Inverter | 9 | 1.86 |
| Timing Repair Buffer | 69 | 29.6 |
| Tap cell | 46 | 3.17 |
## cell usage after synthesis (all sizes together), types with 2 or more instances
cell type	instances
inv	9
a31oi	2
buf	5
nor2	14
nand2b	2
nand2	7
or3	3
and3	2
a21oi	11
a21o	4
a22oi	2
nor3	4
nand3	4
clkbuf	2
xnor2	4
nand4	3
a211oi	3
ha	9
mux2i	5
or2	2
o32ai	2
o21ai	11
## logic make-up (layout without fill, tap and decap cells)
group,Yosys count,count (layout),share of synthesized area [%]
AND-OR/OR-AND,50,50,38.4
XOR/XNOR,4,4,4.47
adder cells (fa/ha/maj),9,9,11.8
buffers and inverters,16,78,8.41
multiplexers,5,5,5.65
other,1,2,0.394
AND/OR/NAND/NOR,50,50,30.9
## routing by layer
metal | GRT usage, % | part of all wire, %
met4 | 0.704 | 0.75
met1 | 13.9 | 51
met2 | 13.8 | 42
met3 | 1.14 | 5.6
met5 | 0 | 0
## repair_timing
action | in CTS | in global routing
buffers inserted | 13 | 5
resized | 73 | 23
setup endpoints to repair | 9 | 9
pin swaps | 26 | 21
## stage by stage
stage,setup WS (ns),area [um^2]
6_report,0.192,1810
5_1_grt,-0.0105,1810
4_1_cts,-0.106,1700
3_5_place_dp,-0.815,1390
3_3_place_gp,-0.722,1390
2_1_floorplan,0.193,956
Power and IR drop assume default switching activity.
